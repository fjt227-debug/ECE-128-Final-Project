### flow/config.mk
export PLATFORM = sky130hd
export DESIGN_NAME = Top
export DESIGN_NICKNAME = Top
export VERILOG_FILES = /design/flow/design.v
export SDC_FILE = /design/flow/constraint.sdc
export NUM_CORES = 4
export LEC_CHECK = 1
export CORE_UTILIZATION = 50
### flow/constraint.sdc
current_design Top

set clk_period 22.7
set clk_io_pct 0.2

create_clock -name clk0 -period $clk_period [get_ports {clk}]

set non_clock_inputs [all_inputs -no_clocks]
set_input_delay [expr $clk_period * $clk_io_pct] -clock clk0 $non_clock_inputs
set_output_delay [expr $clk_period * $clk_io_pct] -clock clk0 [all_outputs]
### flow/design.v
module ALU(A,B,opcode,result);
input [3:0] A,B;
input [2:0] opcode;
output reg [7:0] result;
wire [7:0] product;  
CombinationalMult uut1 (.a(A),.b(B),.product(product));
wire [3:0] partial_sum;
wire c_out;
FourBitFARippleCarry uut2 (.A1(A),.B1(B),.CI(1'b0),.S1(partial_sum),.CO(c_out));
wire [7:0] sum;
assign sum = {3'b000, c_out, partial_sum};
wire[3:0] partial_diff;
wire c_out2;
FourBitSubRipple uut3(.A1(A),.B1(B),.Diff(partial_diff),.No_Borrow(c_out2));
wire [7:0] diff;
assign diff = {4'b0000, partial_diff};
wire [3:0] partial_Q;
FourBitDivider uut4(.A1(A),.B1(B), .Q(partial_Q));
wire [7:0] Q;
assign Q = {4'b0000, partial_Q};
always @(*)
    begin
    case(opcode)
        3'b000: result = sum;  
        3'b001: result = diff;
        3'b010: result = product;
        3'b011: result = Q;
        3'b100: result = A & B;  
        3'b101: result = A | B;  
        3'b110: result = A^B;  
        3'b111: result = {4'b0000,~A};  
        endcase
    end
endmodule
module BCDtoSevenSegmentDisplay1(data_in, seg);
input [3:0] data_in;
output reg [6:0] seg;
 always @* begin
        case (data_in)
           4'b0000: seg = 7'b1000000;
           4'b0001: seg = 7'b1111001;
           4'b0010: seg = 7'b0100100;
           4'b0011: seg = 7'b0110000;
           4'b0100: seg = 7'b0011001;
           4'b0101: seg = 7'b0010010;
           4'b0110: seg = 7'b0000010;
           4'b0111: seg = 7'b1111000;
           4'b1000: seg = 7'b0000000;
           4'b1001: seg = 7'b0010000;
           default: seg = 7'b1111111;
        endcase
      end
endmodule
module Bin12to16BCD(clk, en, bin_d_in, bcd_d_out, rdy);
input clk;
input en;
input [11:0] bin_d_in;
output [15:0] bcd_d_out;
output rdy;
parameter IDLE = 3'b000;
parameter SETUP = 3'b001;
parameter ADD = 3'b010;
parameter SHIFT = 3'b011;
parameter DONE = 3'b100;
reg [27:0] bcd_data = 0;
reg[2:0] state = 0;
reg [3:0] sh_counter = 0;
reg [1:0] add_counter = 0;
reg result_rdy = 0;
always @(posedge clk)
    begin
    case(state)
    IDLE:
        begin
            result_rdy <= 0;
            bcd_data<=0;
            sh_counter <=0;
            add_counter = 0;
            if(en)
            begin
                state<= SETUP;
            end
        end
    SETUP:
        begin
            sh_counter <= 0;
            add_counter <= 0;
            bcd_data <= {16'b0, bin_d_in};
            state <= ADD;
        end
    ADD:
        begin
            case(add_counter)
                0:
                    begin
                    if(bcd_data[15:12] >4 )
                    bcd_data[27:12] <= bcd_data[27:12] +3;
                    add_counter <= add_counter +1;
                    end
                1:
                    begin
                    if(bcd_data[19:16] >4 )
                    bcd_data[27:16] <= bcd_data[27:16] +3;
                    add_counter <= add_counter +1;
                    end
                2:
                    begin
                    if(bcd_data[23:20] >4 )
                    bcd_data[27:20] <= bcd_data[27:20] +3;
                    add_counter <= add_counter +1;
                    end
                3:
                    begin
                    if(bcd_data[27:24] >4 )
                    bcd_data[27:24] <= bcd_data[27:24] +3;
                    add_counter <= 0;
                    state <= SHIFT;
                    end
            endcase
        end
    SHIFT:
        begin
            sh_counter <= sh_counter + 1;
            bcd_data <= bcd_data << 1;
            if(sh_counter == 11)
                begin
                    state<=DONE;
                end
            else
                begin
                    state<= ADD;
                end
        end
    DONE:
        begin
            result_rdy <= 1;
            state <= IDLE;
        end
    default:
        begin
            state<= IDLE;
        end
    endcase
    end
assign bcd_d_out = bcd_data[27:12];
assign rdy = result_rdy;
endmodule
module CombinationalMult(a,b,product);
input [3:0] a,b; 
output [7:0] product;
wire [3:0] m0;
wire [4:0] m1;
wire [5:0] m2;
wire [6:0] m3;
wire [7:0] s1,s2,s3;
assign m0= a &{4{b[0]}};     
assign m1 = {(a&{4{b[1]}}), 1'b0};
assign m2={(a&{4{b[2]}}), 2'b0};
assign m3={(a&{4{b[3]}}), 3'b0};
assign s1= {4'b0000, m0} + {3'b000, m1};
assign s2= s1 + {2'b00, m2};
assign s3 = s2 + {1'b0, m3}; 
assign product = s3;
endmodule
`timescale 1ns / 1ps
module FourBitDivider(A1, B1, Q);
    input [3:0] A1, B1;
    output reg [3:0] Q;
    integer i;
    reg [3:0] temp;
    always @(*) begin
        temp = A1;
        Q = 4'd0;
        for (i=0; i<16; i=i+1) begin
            if (temp >= B1) begin
                temp = temp - B1;
                Q = Q + 1'b1;
            end
         end
       end
endmodule
`timescale 1ns / 1ps
module FourBitFARippleCarry(A1,B1,CI,S1,CO);
input [3:0] A1,B1;
input CI;
output[3:0] S1;
output CO;
wire co0, co1, co2;
OnebitFA FA0 (.A1(A1[0]), .B1(B1[0]), .CI(CI),.S1(S1[0]), .CO(co0));
OnebitFA FA1 (.A1(A1[1]), .B1(B1[1]), .CI(co0),.S1(S1[1]), .CO(co1));
OnebitFA FA2 (.A1(A1[2]), .B1(B1[2]), .CI(co1),.S1(S1[2]), .CO(co2));
OnebitFA FA3 (.A1(A1[3]), .B1(B1[3]), .CI(co2),.S1(S1[3]), .CO(CO));
endmodule
`timescale 1ns / 1ps
module FourBitSubRipple(A1,B1,Diff,No_Borrow);
input [3:0] A1, B1;
output [3:0] Diff;
output No_Borrow;
wire [3:0] B_inverted;
wire carry_out;
assign B_inverted = ~B1;
FourBitFARippleCarry uu0 (.A1(A1),.B1(B_inverted),.CI(1'b1),.S1(DIFF),.CO(carry_out));
assign No_Borrow = carry_out;
endmodule
`timescale 1ns / 1ps
module OnebitFA(A1,B1,CI,S1,CO);
input A1,B1,CI;
output S1,CO;
assign S1 = (A1 ^ B1) ^ CI;
assign CO = (A1 & B1) | ((A1^B1) & CI);
endmodule
module Top(clk,A,B,opcode, anode, cathode);
input clk;
input [3:0] A,B;
input [2:0] opcode;
output wire [3:0] anode;
output wire [6:0] cathode;
wire [7:0] result2;
ALU uut1 (.A(A),.B(B),.opcode(opcode),.result(result2));
wire [11:0] result3;
assign result3 = {4'b0000,result2};
reg en1=1'b1;
wire [15:0] bcd_out;
wire rdy;
reg [15:0] bcd_out_ready = 16'b0;
Bin12to16BCD uut2(.clk(clk), .en(en1), .bin_d_in(result3), .bcd_d_out(bcd_out), .rdy(rdy));
multisegDriver uut3 (.clk(clk),.bcd_in(bcd_out_ready),.seg_anode(anode),.seg_cathode(cathode));
always @(posedge clk)
    begin
        if(rdy)
            begin 
                bcd_out_ready <= bcd_out;
            end
    end
endmodule
module anodeGenerator(clk, bcd_in, seg_anode, bcd_out);
input  clk;           
input[15:0] bcd_in;  
output reg[3:0] seg_anode;
output reg [3:0] bcd_out;
reg [9:0] g_count=0;
reg [3:0] anode;
initial begin
anode = 4'b1110;
end 
always @(posedge clk) begin
    g_count <= g_count + 1;
        if (g_count == 10'd1023) begin
            g_count <= 0;
            seg_anode <= anode;
            case (anode)
                4'b1110: bcd_out<= bcd_in[3:0];    
                4'b1101: bcd_out<= bcd_in[7:4];    
                4'b1011: bcd_out<=bcd_in[11:8];   
                4'b0111: bcd_out<= bcd_in[15:12]; 
                default: bcd_out<= 4'b0000;
            endcase
            anode <= {anode[0], anode[3:1]};
        end
    end
endmodule
module multisegDriver(
input clk,
input [15:0] bcd_in,
output [3:0] seg_anode,
output [6:0] seg_cathode);
wire [3:0] bcd_val;
anodeGenerator u1 (.clk(clk),.bcd_in(bcd_in), .seg_anode(seg_anode), .bcd_out(bcd_val));
BCDtoSevenSegmentDisplay1 u2 (.data_in(bcd_val),.seg(seg_cathode) ); 
endmodule
### flow/run.sh
#!/bin/bash
# OpenROAD 26Q1-2900-gdf79404cd8, Yosys 0.63+post, stock flow scripts
make -C /OpenROAD-flow-scripts/flow DESIGN_CONFIG=/design/flow/config.mk WORK_HOME=/design/flow/orfs finish
==> results.txt <==
FF-to-FF End -> cathode[1]
FP Rows -> 49
synthesis area per yosys -> 0.009318 sq mm
Async SR Flop Fraction -> 0%
post-cts hold buffer count -> 0
share of cells above drive strength 1 -> 37.69%
CP max stage delay -> 0.40 ns
Die H -> 138.5 microns
cell mode on critical path -> a21o_1
H-tree levels -> 3
TritonRoute pass-1 iters -> 22
Tot GR Track Use -> 25.84%
Max Buffers Root-to-Sink -> 2
Final Hold Viols -> 0
ant diodes -> 0
die width -> 138.5 microns
Clock Tree Root -> clkbuf_16
clock-pin slew on the worst setup and hold paths -> 0.07 ns
initial antenna violation count -> 0
Clock Sinks -> 83
Mapped Cells -> 1051
Critical path buffers and inverters -> 11
HPWL after DPL -> 17190 microns
RR Startpoint -> uut3.u1.g_count[2]
Setup Viol. Count Final -> 4
Core Util at FP -> 51.52%
area grow syn2layout -> 42.70%
Final Non-Filler Cells -> 1582
Hold Path Sink -> uut3.u1.g_count[4]
CP max FO -> 7
Post-DRT Antenna Nets -> 0
total core area -> 0.01809 sq mm
post-layout min period -> 23.66 ns
Synth Register Bits -> 83
DR WL/cell -> 14.93 microns
final period utilization -> 104.2%
Critical Path End Type -> register
total negative setup slack -> -3.212 ns
# DRC -> 0
RSZ-0062 raised after global routing -> yes
Post-Place Worst Slack -> -2.162 ns
Clk Latency, worst-skew pair -> 0.34 ns
flop-to-flop setup slack -> 20.19 ns
most used flip-flop cell -> edfxtp_1
first-pass GRT wire length -> 39610 microns
# port buffers -> 22
Inst Count DP -> 1499
Num CTS Buffers -> 9
violated checks -> setup timing
skew final -> 0.008103 ns
Synth top area share -> 21.27%
Synth warnings -> 12
cell type with the largest total area -> edfxtp_1
initial drt markers -> 365
Final Max Slew Viols -> 0
chip area -> 0.01919 sq mm
distinct lib cells -> 67
Cell Area, Synth -> 0.009318 sq mm
final worst setup slack -> -0.9556 ns
synthesized area per cell -> 8.866 sq um
Top area cell types -> edfxtp_1 (21%), ha_1 (16%), xnor2_1 (6.1%)
CP required -> 22.85 ns
largest net degree at the start of global routing -> 23
Levels on crit path -> 104
num ports -> 23
Routed WL -> 23620 microns
CP top delay family -> AND-OR/OR-AND gates
tightest hold margin -> 0.4563 ns
hold_sp -> uut3.u1.g_count[4]
hold-critical path depth -> 1
WP data arrival -> 23.81 ns
Post-synth EDFFs -> 66
Least-Margin Pin Slew -> 0.7280 ns
Tool Warnings -> 50
post-DR vias/cell -> 5.387
f_max -> 42.27 MHz
ys cells -> 1051
Crit Path Class -> in -> reg
critical path startpoint category -> input port
Final GP Congestion -> 0.8853
status -> complete, but fails checks
vias in the first global route -> 8240
Vias -> 8522
slew margin rel. -> 51.47%
CTS tree -> done
maxcap violations -> 0
sequential area share after synthesis -> 24.92%
FILL cells -> 1248
Worst R2R Path Depth -> 10
Crit-path slowest cell -> a222oi_1
Hold/Removal Path Class -> reg -> reg
grt total ovfl -> 0
flip-flops by register name (all words and copies together) (netlist names):
| register | cells |
|---|---|
| bcd_out_ready | 16 |
| cathode | 7 |
| uut2.add_counter | 2 |
| uut2.bcd_data | 28 |
| uut2.result_rdy | 1 |
| uut2.sh_counter | 4 |
| uut2.state | 3 |
| uut3.u1.anode | 4 |
| uut3.u1.bcd_out | 4 |
| uut3.u1.g_count | 10 |
| uut3.u1.seg_anode | 4 |
layout make-up:
cell class	count	area (sq um)	area share (%)
repair buffers	318	2492	18.74
clock buffers	10	250.2	1.882
multi-input cells	850	7527	56.61
well taps	229	286.5	2.155
flip-flops and latches	83	2322	17.46
inverters	86	341.6	2.569
clock inverters	6	76.32	0.5740
cell families (layout without fill, tap and decap cells):
kind of cell               Yosys count  count (layout)  share of synthesized area, %
and+or+nand+nor                    286             286                         13.68
buffers and inverters              118             420                         4.754
adders and majority gates          141             141                         20.79
xor gates and xnor gates            98              98                         10.77
muxes                               32              32                         3.881
AOI/OAI and AO/OA                  293             293                         21.20
DFF                                 83              83                         24.92
cell usage in the layout, fill, tap and decap left out, drive strengths merged, types with 11 or more instances in the layout:
cell type      instances
o21ai                 57
ha                   118
a22o                  12
inv                   87
o21a                  16
nor3                  13
xor2                  24
fa                    23
dfxtp                 17
nand2                111
nand3                 21
xnor2                 68
a21o                  38
buf                  300
and2                  12
nor2                  85
clkbuf                11
a21oi                 64
edfxtp                66
nor2b                 11
mux2i                 17
a211oi                12
o22ai                 11
mux2                  13
clkdlybuf4s50         14
a21boi                11
layer usage:
layer / global-route usage [%] / share of wire, % / routed length, microns / vias to the layer above
met4: 4.554 / 2.1 / 498 / 0
met1: 39.12 / 47 / 11190 / 3993
met2: 42.64 / 48 / 11310 / 127
met3: 1.977 / 2.6 / 621 / 34
met5: 0 / 0 / 0 / -
li1: - / - / - / 4368
synthesized netlist by cell type, types with 16 or more instances:
master / number
nand3_1: 21
xnor2_1: 65
ha_1: 118
o21a_1: 16
a21oi_1: 64
nand2_1: 111
inv_1: 86
o21ai_0: 52
nor2_1: 85
xor2_1: 24
edfxtp_1: 66
mux2i_1: 17
dfxtp_1: 17
fa_1: 23
a21o_1: 38
clkbuf_1: 31
what timing repair did:
action                     4_1_cts  5_1_grt
setup buffers                   43       25
gates cloned                     1        0
gates resized                   76       73
setup endpoints to repair        4        4
pin swaps                       86       87
how the worst max path moves through the flow:
stage | startpoint | to | slack, ns
CTS | B[0] | uut2.bcd_data[3] | -1.14
global route | A[0] | uut2.bcd_data[3] | -1.84
finish | B[0] | uut2.bcd_data[3] | -0.96
per-stage QoR:
step,utilization [%],cell area (sq um)
2_1_floorplan,-,9832
3_3_place_gp,65.38,11820
3_5_place_dp,65.38,11820
4_1_cts,70.88,12820
5_1_grt,73.52,13300
6_report,73.52,13300
